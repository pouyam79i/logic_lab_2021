==> flow/config.mk <==
export PLATFORM = sky130hd
export DESIGN_NAME = adder_subtractor_4bit
export DESIGN_NICKNAME = adder_subtractor_4bit
export VERILOG_FILES = /design/flow/design.v
export SDC_FILE = /design/flow/constraint.sdc
export NUM_CORES = 4
export LEC_CHECK = 1
export CORE_AREA = 10 10 70 70
export DIE_AREA = 0 0 80 80
==> flow/constraint.sdc <==
current_design adder_subtractor_4bit

set clk_period 5.7
set clk_io_pct 0.2

create_clock -name clk0 -period $clk_period

set non_clock_inputs [all_inputs -no_clocks]
set_input_delay [expr $clk_period * $clk_io_pct] -clock clk0 $non_clock_inputs
set_output_delay [expr $clk_period * $clk_io_pct] -clock clk0 [all_outputs]
==> flow/design.v <==
`timescale 1 ns/1 ns
module adder_subtractor_4bit (
	input [3:0] A ,
	input [3:0] B ,
	input sel , 		 
	output [3:0] S ,
	output cout
);
	wire c1, c2, c3;
	add_sub as0(A[0], B[0], sel, sel, S[0], c1);
	add_sub as1(A[1], B[1], sel, c1, S[1], c2);
	add_sub as2(A[2], B[2], sel, c2, S[2], c3);
	add_sub as3(A[3], B[3], sel, c3, S[3], cout);
endmodule
`timescale 1 ns/1 ns
module add_sub (
	input a ,
	input b ,
	input cin ,
	input sel ,
	output sum ,
	output cout
);
	wire bc;
	xor bXor(bc, b, sel);
	wire xi;
	xor abXor(xi, a, bc);
	xor sumXor(sum, cin, xi);
	wire o1, p1, p2;
	or abOr(o1, a, bc);
	and ocAnd(p1, o1, cin);
	and abAnd(p2, a, bc);
	or carryOut(cout, p1, p2);
endmodule
==> flow/run.sh <==
#!/bin/bash
# OpenROAD 26Q1-2900-gdf79404cd8, Yosys 0.63+post, stock flow scripts
make -C /OpenROAD-flow-scripts/flow DESIGN_CONFIG=/design/flow/config.mk WORK_HOME=/design/flow/orfs finish
==> results.json <==
{
  "coreArea_sq_um": 3416,
  "area_growth_pct": 101.5,
  "ant_nets": 0,
  "common_cells": "inv_1, buf_4, xor2_1, fa_1, mux2i_1",
  "wl_met2_microns": 167,
  "ys_seq_share_pct": 0,
  "fmax_ghz": 0.1899,
  "max-cap-violations": 0,
  "gp_congestion": 0.7307,
  "avgRoutedWirePerCell_microns": 7.500,
  "maxUsedRoutingLayer": "met3",
  "path_max_fanout": 2,
  "yosys-top-cells-area": "fa_1, xor2_1, buf_4",
  "postCtsSetupBuffers": 0,
  "ys_cells": 20,
  "stdcell_area_sq_um": 332.8,
  "min_path_cells": 3,
  "synth.top_cell.area_share_pct": 36.36,
  "synthAoiAreaFrac_pct": 0,
  "cts-resized-gates": 0,
  "syn_area_sq_um": 165.2,
  "warnings": 35,
  "p_per_area_nw_per_um2": 102.3,
  "status": "finished, final reports clean",
  "routed_wl_microns": 570,
  "period_needed_ps": 5267,
  "hold_end": "S[0]",
  "startpoint_type": "input pin",
  "seq_area_sq_um": 0,
  "die_w_microns": 80,
  "drt_pass1_iterations": 1,
  "yosys.area_share.simple_pct": 0,
  "grt_pass1_vias": 142,
  "top_cell": "inv_1",
  "arrival_ps": 4130,
  "hold_viol": 0,
  "antenna_found_initial": 0,
  "ys_area_sq_um": 165.2,
  "hpwl_microns": 561.8,
  "synth_warnings": 0,
  "place_area_sq_um": 332.8,
  "hp-class": "input pin to output port",
  "maxSlewViolCount": 0,
  "hold_buffers": 0,
  "ff_count": 0,
  "via_per_inst": 1.763,
  "setup_viol": 0,
  "die-area_sq_um": 6400,
  "rows": 21,
  "min_from": "A[0]",
  "wl_met1_microns": 320,
  "yosysUniqueCellTypes": 5,
  "ios": 14,
  "adder_share_pct": 36.36,
  "maxSlewHeadroom_pct": 87.91,
  "final.clkbuf_count": 0,
  "floorplan.core_util_pct": 4.835,
  "peakVddDrop_mv": 0.01926,
  "p_leak_nw": 0.1423,
  "max_slew.worst_pin.slew_ps": 176.3,
  "fin_tns_setup_ps": 0,
  "grt_first_pass_wirelength_microns": 786,
  "xor_area_share_pct": 21.21,
  "critPathKind": "input pin to output port",
  "fin_crit_sh_pct": 92.40,
  "grt_max_degree": 4,
  "syn_avg_cell_area_sq_um": 8.258,
  "cp-end-kind": "output port",
  "mux_share_pct": 6.061,
  "n_fill_cell": 413,
  "drive_above_1_share_pct": 0,
  "rsz0062_at_grt": "false",
  "top_area_cell": "fa_1",
  "drtIter0Drc": 0,
  "worstPathRequired_ps": 4560,
  "drc": 0,
  "dr_wl_met3_microns": 82,
  "die_y_microns": 80,
  "numPortBuffers": 14,
  "synthCells": 20,
  "num_vias": 134,
  "grt_overflow": 0,
  "num_antenna_cells": 0,
  "grt_use_total_pct": 1.645,
  "topCombFamilyByArea": "adder cells"
}
-- worst max path at each step --
stage,cells after the start,slack (ps),from,to
final,10,430,B[0],S[3]
after global routing,10,300,B[0],S[3]
after CTS,10,420,B[0],S[3]
-- power breakdown --
group | internal, mW | switching (mW)
clock | 0 | 0
combinational | 0.0230 | 0.0111
sequential | 0 | 0
-- critical path, cell delays in order --
cell	delay, ps
clkdlybuf4s50_1	520
mux2i_1	240
xor2_1	100
fa_1	380
xor2_1	180
fa_1	380
xor2_1	190
fa_1	440
inv_1	80
clkdlybuf4s50_1	470
-- metal layers --
layer	vias to the layer above	global-route usage, %
li1	69	-
met1	54	2.595
met2	11	1.926
met3	0	0.9091
met4	0	0
met5	-	0
-- cell type report --
class              count  area (sq um)  area share, %
multi-input cells      8         105.1          31.58
inverters              8         30.03          9.023
well taps             46         57.56          17.29
repair buffers        14         140.1          42.11
-- placed cells by master (no fill, tap or decap) --
cell             instances
fa_1                     3
clkdlybuf4s50_1         14
xor2_1                   4
inv_1                    8
mux2i_1                  1
-- cells by family after synthesis --
group,count (synthesis)
multiplexers,1
buffers and inverters,12
adder cells (fa/ha/maj),3
XOR/XNOR,4
-- stage by stage --
stage                     util, %  hold slack [ps]  power, mW  worst slack [ps]  instances
after floorplan                 -             2429    0.01812              1445         20
after global placement      9.744             3276    0.03440             502.2         76
after detailed placement    9.744             3279    0.03491             426.3         76
after CTS                   9.744             3279    0.03503             421.7         76
after global routing        9.744             3314    0.03847             297.3         76
final                       9.744             3259    0.03406             433.3         76
Power and IR drop assume default switching activity.
