==> flow/design.v <==
`timescale 1 ns/1 ns
module adder_subtractor_4bit_delay (
	input [3:0] A ,
	input [3:0] B ,
	input sel , 		 
	output [3:0] S ,
	output cout
);
		wire c1, c2, c3;
		add_sub_delay add1(A[0], B[0], sel, sel, S[0], c1);
		add_sub_delay add2(A[1], B[1], sel, c1, S[1], c2);
		add_sub_delay add3(A[2], B[2], sel, c2, S[2], c3);
		add_sub_delay add4(A[3], B[3], sel, c3, S[3], cout);
endmodule
`timescale 1 ns/1 ns
module add_sub_delay (
	input a ,
	input b ,
	input cin ,
	input sel ,
	output sum ,
	output cout
);
	wire bc;
	xor #10 bXor(bc, b, sel);
	wire xi;
	xor #10 abXor(xi, a, bc);
	xor #10 sumXor(sum, cin, xi);
	wire o1, p1, p2;
	or  #5 abOr(o1, a, bc);
	and #5 ocAnd(p1, o1, cin);
	and #5 abAnd(p2, a, bc);
	or  #5 carryOut(cout, p1, p2);
endmodule
==> flow/run.sh <==
#!/bin/bash
# OpenROAD 26Q1-2900-gdf79404cd8, Yosys 0.63+post, stock flow scripts
make -C /OpenROAD-flow-scripts/flow DESIGN_CONFIG=/design/flow/config.mk WORK_HOME=/design/flow/orfs finish
==> flow/config.mk <==
export PLATFORM = sky130hd
export DESIGN_NAME = adder_subtractor_4bit_delay
export DESIGN_NICKNAME = adder_subtractor_4bit_delay
export VERILOG_FILES = /design/flow/design.v
export SDC_FILE = /design/flow/constraint.sdc
export NUM_CORES = 4
export LEC_CHECK = 1
export CORE_AREA = 10 10 70 70
export DIE_AREA = 0 0 80 80
==> flow/constraint.sdc <==
current_design adder_subtractor_4bit_delay

set clk_period 5.7
set clk_io_pct 0.2

create_clock -name clk0 -period $clk_period

set non_clock_inputs [all_inputs -no_clocks]
set_input_delay [expr $clk_period * $clk_io_pct] -clock clk0 $non_clock_inputs
set_output_delay [expr $clk_period * $clk_io_pct] -clock clk0 [all_outputs]
==> run_results.csv <==
group,metric,value,unit
outcome,outcome,"finished clean",
setup_path,start_kind,"input port",
routing,avgRoutedWirePerCell,7.500,um
timing,worst_pin_slew,0.1763,ns
clock_tree,cts_setup_buffers,0,
placement,numPortBuffers,14,
placement,hpwl,561.8,um
final_layout,regArea,0,um2
grt,grt.total_usage,0.01645,
floorplan,dieArea,0.006400,mm2
clock_tree,postCtsResizedCells,0,
floorplan,fp_util,0.04835,
clock_tree,cts_hold_buf,0,
synth,synthCells,20,
placement,place_area,332.8,um2
timing,fmax,189.9,MHz
floorplan,die-height,80,um
routing,dr.first_iter.drc_count,0,
power,power.density,102.3,mW/mm2
synth,ys_types,5,
final_layout,flop-count,0,
floorplan,core_area,0.003416,mm2
synth,synth_area,165.2,um2
final_layout,syn2layout_area_growth,101.5,%
timing,min_period_over_period,0.9240,
routing,dr.pass1.iters,1,
hold_path,hold_path_class,"in2out",
floorplan,num_rows,21,
routing,totalWireLength,570,um
timing,maxSlewHeadroom,0.8791,
routing,antenna_left,0,
grt,grt_pass1_wl,786,um
final_layout,layout-drive-gt1-share,0,
job,max_cap_viol_count,0,
floorplan,die_w,80,um
timing,hold_viol,0,
synth,yosys-top-cells-area,"fa_1, xor2_1, buf_4, inv_1, mux2i_1",
job,warnings,35,
synth,ys_seq_frac,0,
timing,fin_setup_tns,0,ns
synth,postSynthAreaPerCell,8.258,um2
timing,finalCriticalPeriod,5.267,ns
setup_path,cp_max_fo,2,
synth,post-synth-top-area-fraction,0.3636,
synth,ys_area,165.2,um2
timing,final_max_slew_viol_count,0,
timing,rsz0062_at_grt,"no",
synth,ys_warn_count,0,
final_layout,mi_logic_area,105.1,um2
routing,num_vias,134,
setup_path,required,4.56,ns
final_layout,fillCellCount,413,
power,p_leak,0.1423,nW
final_layout,nClkBuffers,0,
floorplan,io_pins,14,
final_layout,lay_top_cells,"clkdlybuf4s50_1, inv_1, xor2_1",
setup_path,cp.arrival,4.13,ns
grt,grt_max_degree,4,
grt,first_global_vias,142,
routing,diodes,0,
setup_path,worstSetupEndpointType,"output port",
routing,via_per_inst,1.763,
synth,yosysTopAreaCell,"fa_1",
grt,antenna_found_initial,0,
synth,ys_cells,20,
setup_path,critPathKind,"in2out",
power,ir_drop,19.26,uV
final_layout,fin_area,332.8,um2
grt,grt_overflow,0,
routing,route.detailed.drc,0,
placement,gp_congestion,0.7307,
timing,setup_viol,0,
final_layout,lay_top_count,"clkdlybuf4s50_1",
cell usage after synthesis (all sizes together):
master,n
mux2i,1
buf,4
inv,8
fa,3
xor2,4
critical path, stage by stage:
cell,delay (ns)
clkdlybuf4s50_1,0.52
mux2i_1,0.24
xor2_1,0.10
fa_1,0.38
xor2_1,0.18
fa_1,0.38
xor2_1,0.19
fa_1,0.44
inv_1,0.08
clkdlybuf4s50_1,0.47
metrics by stage:
step           utilization  worst slack (ns)  hold slack (ns)  power (mW)  instances
4_1_cts            0.09744            0.4217            3.279     0.03503         76
3_5_place_dp       0.09744            0.4263            3.279     0.03491         76
3_3_place_gp       0.09744            0.5022            3.276     0.03440         76
2_1_floorplan            -             1.445            2.429     0.01812         20
5_1_grt            0.09744            0.2973            3.314     0.03847         76
6_report           0.09744            0.4333            3.259     0.03406         76
logic make-up (layout without fill, tap and decap cells):
| logic type | after synthesis | after routing | share of synthesized area |
|---|---|---|---|
| buffers and inverters | 12 | 22 | 0.3637 |
| xor gates and xnor gates | 4 | 4 | 0.2121 |
| adders and majority gates | 3 | 3 | 0.3637 |
| muxes | 1 | 1 | 0.06061 |
path summary, 6_finish.rpt:
check,start,end,slack [ns],depth (start not counted)
worst min-delay path,A[0],S[0],3.26,3
worst max-delay path,B[0],S[3],0.43,10
metal layers:
metal | share of wire | track usage | wire (um)
met1 | 0.56 | 0.02595 | 320
met3 | 0.14 | 0.009091 | 82
met5 | 0 | 0 | 0
met4 | 0 | 0 | 0
met2 | 0.29 | 0.01926 | 167
layout make-up:
| type | count | share of cell area |
|---|---|---|
| Timing Repair Buffer | 14 | 0.4211 |
| Tap cell | 46 | 0.1729 |
| Multi-Input combinational cell | 8 | 0.3158 |
| Inverter | 8 | 0.09023 |
where the power goes:
part	internal, mW	switching (mW)	total [mW]
sequential	0	0	0
combinational	0.0230	0.0111	0.0341
clock	0	0	0
total	0.0230	0.0111	0.0341
Power is estimated from default activity; no workload was simulated.
