## config.mk

```make
export PLATFORM = sky130hd
export DESIGN_NAME = comparator8
export DESIGN_NICKNAME = comparator8
export VERILOG_FILES = /design/flow/design.v
export SDC_FILE = /design/flow/constraint.sdc
export NUM_CORES = 4
export LEC_CHECK = 1
export CORE_AREA = 10 10 70 70
export DIE_AREA = 0 0 80 80
```

## constraint.sdc

```tcl
current_design comparator8

set clk_period 1.8
set clk_io_pct 0.2

create_clock -name clk0 -period $clk_period

set non_clock_inputs [all_inputs -no_clocks]
set_input_delay [expr $clk_period * $clk_io_pct] -clock clk0 $non_clock_inputs
set_output_delay [expr $clk_period * $clk_io_pct] -clock clk0 [all_outputs]
```

## design.v

```verilog
`timescale 1 ns/1 ns
module comparator3 (
	input [2:0] A ,
	input [2:0] B ,
	input l ,
	input e ,
	input g ,
	output lt ,
	output et ,
	output gt
);
	wire [2:0] notA;
	wire [2:0] notB;
	wire [2:0] xNorOutput;
	not gnotA0(notA[0], A[0]);
	not gnotA1(notA[1], A[1]);
	not gnotA2(notA[2], A[2]);
	not gnotB0(notB[0], B[0]);
	not gnotB1(notB[1], B[1]);
	not gnotB2(notB[2], B[2]);
	wire xNorAndResult;
	wire notEqultHandler;
	xnor gxNor0	  (xNorOutput[0], A[0], B[0]); 
	xnor gxNor1   (xNorOutput[1], A[1], B[1]); 
	xnor gxNor2   (xNorOutput[2], A[2], B[2]); 
	and  gxNorAnd (xNorAndResult, xNorOutput[2], xNorOutput[1], xNorOutput[0]);
	not  gNotEqual(notEqultHandler, xNorAndResult); 
	wire A_GT_B_Output;
	wire [2:0] A_GT_B_Holders;
	and gAndA_GT_B_2      (A_GT_B_Holders[2], A[2], notB[2]);
	and gAndA_GT_B_1	  (A_GT_B_Holders[1], A[1], notB[1], xNorOutput[2]);
	and gAndA_GT_B_0	  (A_GT_B_Holders[0], A[0], notB[0], xNorOutput[2], xNorOutput[1]);
	or  A_GT_B_resultGate (A_GT_B_Output, A_GT_B_Holders[2], A_GT_B_Holders[1], A_GT_B_Holders[0]);
	wire A_LT_B_Output;
	wire [2:0] A_LT_B_Holders;
	and gAndA_LT_B_2	  (A_LT_B_Holders[2], notA[2], B[2]);
	and gAndA_LT_B_1	  (A_LT_B_Holders[1], notA[1], B[1], xNorOutput[2]);
	and gAndA_LT_B_0	  (A_LT_B_Holders[0], notA[0], B[0], xNorOutput[2], xNorOutput[1]);
	or  A_LT_B_resultGate (A_LT_B_Output, A_LT_B_Holders[2], A_LT_B_Holders[1], A_LT_B_Holders[0]);
	wire cLt, cEq, cGt;
	and (cLt, xNorAndResult, l);
	and (cEq, xNorAndResult, e);
	and (cGt, xNorAndResult, g);
	wire handler_Lt_to_cLt;
	and check_Lt(handler_Lt_to_cLt, notEqultHandler, A_LT_B_Output);
	wire handler_Gt_to_cGt;
	and check_Gt(handler_Gt_to_cGt, notEqultHandler, A_GT_B_Output);
	assign et = cEq;					 
	or(lt, cLt, handler_Lt_to_cLt);		 
	or(gt, cGt, handler_Gt_to_cGt);		 
endmodule
`timescale 1 ns/1 ns
module comparator8 (
	input [7:0] A ,
	input [7:0] B ,
	input 		l ,
	input 		e ,
	input 		g ,
	output 		lt ,
	output 		et ,
	output 		gt
);
	wire l1,l2,e1,e2,g1,g2;
	wire [2:0] inA,inB;
	assign inA[1:0] = A[7:6];
	assign inB[1:0] = B[7:6];
	assign inA[2] = 1'b0;
	assign inB[2] = 1'b0;
	comparator3 com1(A[2:0],B[2:0],l,e,g,l1,e1,g1);
	comparator3 com2(A[5:3],B[5:3],l1,e1,g1,l2,e2,g2);
	comparator3	com3(inA[2:0],inB[2:0],l2,e2,g2,lt,et,gt);
endmodule
```

## run.sh

```bash
#!/bin/bash
# OpenROAD 26Q1-2900-gdf79404cd8, Yosys 0.63+post, stock flow scripts
make -C /OpenROAD-flow-scripts/flow DESIGN_CONFIG=/design/flow/config.mk WORK_HOME=/design/flow/orfs finish
```

==> notes.md <==
Implementation summary

The run finished with clean final reports. Power spread over the standard cell area amounts to 236 mW/mm2. The worst setup slack after layout is 1.74 ps.

The fraction of layout cells with a size suffix above 1 is 67.0%. The height of the die is 80 um. For reference, the placement row count at floorplan is 21.

From the final report, the count of setup violators was given as 0. STA classifies the critical path endpoint as an output port. The critical path goes through buf_8 > inv_4 > ha_4 > and3_4 > nor2b_4 > a311o_1 > buf_2.

The classification of the worst setup path is in -> out. The tally of buffers added on design ports is 22. The placed wire-length estimate after detailed placement is 1030 um. The worst setup path is launched from an input port. The total area inside the core boundary comes to 0.00342 mm2. Leaving out fill and tap cells, the most frequent cells in the layout are sky130_fd_sc_hd__buf_2, sky130_fd_sc_hd__ha_4, sky130_fd_sc_hd__buf_4, sky130_fd_sc_hd__inv_1.

The largest incremental delay on the critical path is 340 ps. The biggest area consumer among synthesized cells is sky130_fd_sc_hd__ha_1. The detail-routed via count per cell is 3.64. The flop count is 0. The area added between synthesis and finish is 127%.

The number of antenna violations at the first check in global routing came to 0. From left edge to right edge, the die measures 80 um. The chip occupies 0.00640 mm2.

After global routing the overflow that remains totals 0. The number of maximum-capacitance violations recorded for the run is 0. The report puts the hold buffer count at CTS at 0. The average footprint of a synthesized cell is 7.35 um2. The first global-routing pass estimated 2290 um of wire.

For this run, design rule violations remaining after detail routing come to 0. The total non-filler cell area in the finished layout is 952 um2. The area share of the leading cell type in the synthesized netlist is 47.8%. Per the final report, max-transition violations number 0. Once placement completed, the tool counted placed cells totaling 133. Antenna repair during routing inserted a diode count of 0. The final report lists a non-filler cell total of 137.

The class of the most critical hold timing path is in -> out. The leakage dissipation is 0.000431 uW. The global placer's final weighted congestion is 0.755.

The area recorded from the Yosys report for this design is 419 um2. The number of clock buffers in the layout is 0. The worst path in the final design needs a cycle of 1800 ps, including I/O delays and setup. The iteration count of the initial detailed-routing pass is 1. The measured slew at the worst slew-check pin is 158 ps. The pin count of the biggest net entering global routing is 5.

Setup repair after global routing could not meet its margin everywhere. The required time of the critical path is 1440 ps. The finished layout reports a core utilization of 27.9%.

The floorplan-stage core utilization is 12.3%. The overall via count from detail_route is 498. The data arrival at the endpoint of the critical path is 1440 ps.

Per the detailed placement report, the placed cell area equals 757 um2. In this run the tools logged warnings totalling 42. The overall routing resource usage is 4.13%. Looking at the critical path, the highest net fanout was 3.

The number of global-route vias before repair is 526. Pin placement for this block handled 22 I/O pins. The slowest cell on the critical path is sky130_fd_sc_hd__a311o_1. The post-route clock period utilization is 99.9%.

The number of warning messages in the yosys log is 0. The maximum frequency from static timing analysis is 0.556 GHz. Power comes to 224 uW. The most common cell after layout, fill and taps aside is sky130_fd_sc_hd__buf_2.

The worst hold path begins at B[7]. Summing all flip-flop and latch instances after layout gives 0 um2. The final wirelength is 1270 um.

After synthesis, the cell types taking the most area are sky130_fd_sc_hd__ha_1, sky130_fd_sc_hd__inv_1, sky130_fd_sc_hd__a21oi_1. The worst max-slew margin expressed relative to the limit is 89.4%. The gate-level netlist out of Yosys references 14 unique cell types. The end of the worst hold path is lt.

The violation tally recorded at the end of detailed-routing iteration 0 is 0. In the final report, the number of hold violations comes to 0. The share of synthesized area occupied by flip-flops and latches is 0%.

In the hold timing report, the worst path depth is 6. The total cells reported by yosys after synthesis is 57. The post-synthesis cell count is 57. The analysis reports a worst IR drop on VDD of 0.105 mV. The cell area after technology mapping is 419 um2. The routed wire length per instance is 9.27 um. The remaining antenna violation count is 0. The post-place setup slack is -815 ps.
through the flow:
stage	setup TNS [ps]	hold slack [ps]
detailed placement	-2420	1670
global placement	-2380	1660
global route	-73.0	1330
finish	0	1280
floorplan	0	812
CTS	-43.8	1300
per-layer routing:
layer  global-route usage (%)  wire [um]  vias to the layer above
li1                         -          -                      265
met1                     6.06        627                      219
met2                     5.94        559                       14
met3                     1.48         83                        0
met4                        0          0                        0
met5                        0          0                        -
synthesized netlist by cell type, drive strengths merged:
cell,count
o21bai,2
a21oi,6
and3,3
nor3,2
ha,16
o21ai,2
nand2,1
inv,16
a311o,2
nand3,2
a211oi,2
nand2b,2
nor2b,1
worst max path at each step:
stage,start,endpoint,slack (ps),depth (start not counted)
6_report,A[5],gt,2,7
4_1_cts,A[5],gt,-20,8
5_1_grt,A[5],lt,-40,7
final cells by class:
| type | count | area, um2 |
|---|---|---|
| Multi-Input combinational cell | 41 | 551 |
| Fill cell | 371 | 2460 |
| Inverter | 16 | 67.6 |
| Timing Repair Buffer | 34 | 277 |
| Tap cell | 46 | 57.6 |
critical path, delay by kind of cell:
family / cells / cell delay [ps]
compound gates: 1 / 340
fa+ha+maj: 1 / 200
buf+inv: 3 / 260
simple gates: 2 / 280
what timing repair did:
item                                    in CTS  in global routing
setup buffers                                5                  0
resized                                    114                  9
endpoints found under the setup margin       3                  3
pin swaps                                   19                  6
cloned                                       0                  0
power breakdown:
part / total (uW) / switching (uW) / leakage (uW) / internal (uW)
registers: 0 / 0 / 0 / 0
clock network: 0 / 0 / 0 / 0
logic: 224 / 89.2 / 0.000431 / 135
total: 224 / 89.2 / 0.000431 / 135
cell families after synthesis:
group	Yosys count	synth area share, %
fa+ha+maj	16	47.8
simple gates	11	16.4
compound gates	14	21.5
buf+inv	16	14.3
Power figures rest on the tool's default switching activity, not on a simulated workload.
